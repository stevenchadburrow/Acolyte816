==> flow/design.v <==
`timescale 1ns / 1ps
module Verilog4(
	input emu,  
	inout nmi,  
	input master_clock,  
	inout phi2,  
	output not_phi2,  
	inout shift_clock,  
	inout shift_data,  
	input boot,  
	output visible,  
	output reg hsync,  
	output reg vsync,
	input zero,  
	input rw,  
	output rd,  
	output wr,  
	input [3:0] bank,  
	output [8:0] address,  
	output [2:0] top,  
	output via,  
	output ram_a,
	output ram_b
    );
reg half;  
reg [18:0] video_addr;  
reg [7:0] video_scroll;  
reg hblank;  
reg vblank;
reg latch_via;  
reg latch_ram_a;
reg latch_ram_b;
reg [3:0] select;  
reg interrupt;  
reg prev;  
reg [4:0] combined_addr;
assign phi2 = (~boot) ? 1'bz : half;
assign not_phi2 = (~boot) ? ~phi2 : (~via ? 1'b1 : ~half);
assign address[0] = (~boot) ? 1'bz :
	((~hsync && ~phi2) ? video_addr[10] :
	((~phi2) ? video_addr[0] : 1'bz));
assign address[2:1] = (~boot) ? 2'bzz :
	((~hsync && ~phi2) ? video_addr[12:11] :
	((~phi2) ? video_addr[2:1] : 2'bzz));
assign address[6:3] = (~boot) ? 4'bzzzz :
	((~hsync && ~phi2) ? combined_addr[3:0] :  
	((~phi2) ? video_addr[6:3] : 4'bzzzz));
assign address[7] = (~boot) ? 1'bz :
	((~hsync && ~phi2) ? 1'b0 :  
	((~phi2) ? video_addr[7] : 1'bz));
assign address[8] = (~boot) ? 1'bz :
	((~hsync && ~phi2) ? 1'bz :
	((~phi2) ? video_addr[8] : 1'bz));
assign top[0] = (~boot) ? select[0] :
	((~phi2) ? combined_addr[4] :  
	select[0]);
assign top[1] = (~boot) ? select[1] :
	((~phi2) ? 1'b1 : select[1]);
assign top[2] = (~boot) ? select[2] :
	((~phi2) ? 1'b0 : select[2]);
assign rd = (~phi2) ? 1'b0 : ~rw;
assign wr = (~phi2 || ~master_clock || latch_via) ? 1'b1 : rw;
assign via = (~boot) ? 1'b1 :
	((~phi2 && ~zero && ~bank[3] && ~bank[2] && ~bank[1] && bank[0]) ? 1'b0 : 
	((phi2 && latch_via) ? 1'b0 : 1'b1));
assign ram_a = (~boot) ? (~rw ? 1'b0 : 1'b1) :
	((~phi2) ? 1'b0 :
	((phi2 && ~latch_via) ? 1'b0 : 1'b1));
assign ram_b = 1'b1;
assign visible = (~boot) ? 1'b0 :
	((~hblank || ~vblank) ? 1'b0 : 1'b1);
assign nmi = 1'b1;
always @(negedge master_clock) begin
	if (~boot) begin
		video_scroll[7:0] <= 8'b00000000;  
	end
	if (shift_clock && ~prev) begin
		video_scroll[7:1] <= video_scroll[6:0];
		video_scroll[0] <= shift_data;
	end
	prev <= shift_clock;
	if (half) begin  
		latch_via <= 1'b0;
		combined_addr[4:0] <= video_addr[17:13] - video_scroll[7:3];
	end
	if (~half) begin  
		latch_via <= ~zero && ~bank[3] && ~bank[2] && ~bank[1] && bank[0];  
		if (boot || (~boot && ~phi2)) begin
			select[3:0] <= bank[3:0];  
		end
		if (video_addr[8:0] == 9'b101000000) begin  
			hblank <= 1'b0;  
		end
		if (video_addr[8:0] == 9'b101001000) begin  
			hsync <= 1'b0;  
			if (video_addr[18:9] == 10'b1000001101) begin  
				video_addr[18:9] <= 10'b0000000000;  
				vblank <= 1'b1;  
			end
			else begin
				video_addr[18:9] <= video_addr[18:9] + 1;  
			end
		end
		if (video_addr[8:0] == 9'b101111000) begin  
			hsync <= 1'b1;  
		end
		if (video_addr[8:0] == 9'b110010000) begin  
			video_addr[8:0] <= 9'b000000000;  
			hblank <= 1'b1;  
			if (video_addr[18:9] == 10'b0111100000) begin  
				vblank <= 1'b0;  
			end
			if (video_addr[18:9] == 10'b0111101010) begin  
				vsync <= 1'b0;  
				if (~emu) begin
					interrupt <= 1'b0;  
				end
			end
			if (video_addr[18:9] == 10'b0111101100) begin  
				vsync <= 1'b1;  
				interrupt <= 1'b1;  
			end
		end
		else begin
			video_addr[8:0] <= video_addr[8:0] + 1;  
		end
	end
	half <= ~half;  
end
endmodule
==> flow/run.sh <==
#!/bin/bash
# OpenROAD 26Q1-2900-gdf79404cd8, Yosys 0.63+post, stock flow scripts
make -C /OpenROAD-flow-scripts/flow DESIGN_CONFIG=/design/flow/config.mk WORK_HOME=/design/flow/orfs finish
==> flow/config.mk <==
export PLATFORM = sky130hd
export DESIGN_NAME = Verilog4
export DESIGN_NICKNAME = Verilog4
export VERILOG_FILES = /design/flow/design.v
export SDC_FILE = /design/flow/constraint.sdc
export NUM_CORES = 4
export LEC_CHECK = 1
export CORE_UTILIZATION = 30
==> flow/constraint.sdc <==
current_design Verilog4

set clk_period 3.2
set clk_io_pct 0.2

create_clock -name clk0 -period $clk_period [get_ports {master_clock}]

set non_clock_inputs [all_inputs -no_clocks]
set_input_delay [expr $clk_period * $clk_io_pct] -clock clk0 $non_clock_inputs
set_output_delay [expr $clk_period * $clk_io_pct] -clock clk0 [all_outputs]
==> run notes <==
run results: run status stopped before the end, last stage reached global routing, Run Error [ERROR RSZ-0074] Failed to build tree from global routes for pin 'shift_data' and net 'shift_data' at grid (3450, 65550): found route to 2 pins, expected 1, CTS max path bufs 2, Yosys Warn Count 13, Post-synth ARST share 0, most used flip-flop cell edfxtp_1, row count 31, Mapped Cells 199, Die Y 89.08 um, Registers, synthesis 42, Yosys cell types just over 40, number of enable flip-flop cells 39, CTS H-tree depth 2, top cells by area edfxtp_1 51%, ha_1 5.5%, xnor2_1 4.2%, mux2_2 3.5%, inv_1 3.0%, Yosys Instances 199, clock root buffer master clkbuf_8, largest net degree at the start of global routing 15, chip width around 90 um, IO Port Bufs 27, synthesis area per yosys 2275 sq um, GP Congestion about 0.83, # hold bufs at CTS 0, Seq share, synth 0.5413, Top cell area share 0.5149, Mean Syn Cell Area 11.43 sq um, FP Core Util 0.3119, synthesized cell area 2275 sq um, DP Wirelength 3.058 mm, CTS buffer count 5, endpoints left unconstrained 2, most area-hungry cell type in the Yosys netlist edfxtp_1, pre-CTS setup slack -0.4519 ns, total I/O pin count 34
[kinds of logic after synthesis]
kind of cell	Yosys count	share of synthesized area
simple gates	80	0.2019
flops	42	0.5413
buf+inv	25	0.04675
compound gates	17	0.04841
xor+xnor	16	0.06160
fa+ha+maj	11	0.06381
mux	7	0.03466
other cells	1	0.001649
[cell usage after synthesis, types with 2 or more instances]
cell type / number
dfxtp_1: 3
xnor2_1: 11
inv_1: 18
and2_1: 10
or3_1: 2
xor2_1: 5
nand4_1: 2
a21oi_1: 3
edfxtp_1: 39
nor3_1: 7
nand2b_1: 3
mux2_2: 7
nor2b_1: 4
nand2_1: 14
nor2_1: 17
a21o_1: 2
nand3_1: 6
and3_1: 5
ha_1: 10
clkbuf_1: 3
o21ai_0: 6
buf_4: 3
[per-stage QoR]
| step | cell area, sq um | TNS, ns | cells |
|---|---|---|---|
| floorplan | 2290 | -0.3735 | 200 |
| global placement | 2836 | -5.832 | 345 |
| detailed placement | 2836 | -5.887 | 345 |
| CTS | 3212 | -6.549 | 408 |
[timing repair]
item	in CTS
gates resized	95
pin swaps	7
setup buffers	14
endpoints found under the setup margin	23
gates cloned	0
